==> flow/design.v <==
`timescale 1 ns/100 ps
module sn184_cgrundey(g_n, bcd_in, bin_out);
	input g_n;
	input [5:0] bcd_in;
	output [5:0] bin_out;
	reg [5:0] bin_out;
	reg [5:0] scratch;
	reg [5:0] tempout;
	specify
		(g_n *> bin_out) = (30, 35);
		(bcd_in => bin_out) = (40, 40);
	endspecify
	always@(g_n or bcd_in) begin
		if (g_n) begin
			bin_out = 6'b111111;
		end
		else if (bcd_in[3:0] > 4'b1001) begin
			bin_out = 6'b111111;
		end
		else begin
			scratch = bcd_in;
			tempout = 6'b000000;
			repeat(6) begin
				tempout = {scratch[0], tempout[5:1]};
				scratch = scratch >> 1;
				if (scratch[3:0] > 7) begin
					scratch = scratch - 3;
				end
			end
			bin_out = tempout;
		end
	end
endmodule
`timescale 1 ns/100 ps
module receive_cgrundey (clk, conv_en_n, reg_in, valid);
	input clk, conv_en_n;
	input [11:0] reg_in;
	output valid;
	reg valid;
	wire [11:0] reg_out;
	wire [5:0] conv_out;
	register12bit_cgrundey U1(clk, reg_in, reg_out);
	sn184_cgrundey U2(conv_en_n, reg_out[5:0], conv_out);
	always@( posedge clk ) begin
		valid = (conv_out == reg_out[11:6]);
	end
endmodule
module register12bit_cgrundey(clk, d_in, q_out);
	input clk;
	input  [11:0] d_in;
	output [11:0] q_out;
	reg    [11:0] q_out;
	always @(posedge clk) begin
		q_out <= d_in;
	end
endmodule
==> flow/run.sh <==
#!/bin/bash
# OpenROAD 26Q1-2900-gdf79404cd8, Yosys 0.63+post, stock flow scripts
make -C /OpenROAD-flow-scripts/flow DESIGN_CONFIG=/design/flow/config.mk WORK_HOME=/design/flow/orfs finish
==> flow/config.mk <==
export PLATFORM = sky130hd
export DESIGN_NAME = receive_cgrundey
export DESIGN_NICKNAME = receive_cgrundey
export VERILOG_FILES = /design/flow/design.v
export SDC_FILE = /design/flow/constraint.sdc
export NUM_CORES = 4
export LEC_CHECK = 1
export CORE_AREA = 10 10 78 78
export DIE_AREA = 0 0 88 88
==> flow/constraint.sdc <==
current_design receive_cgrundey

set clk_period 2.5
set clk_io_pct 0.2

create_clock -name clk0 -period $clk_period [get_ports {clk}]

set non_clock_inputs [all_inputs -no_clocks]
set_input_delay [expr $clk_period * $clk_io_pct] -clock clk0 $non_clock_inputs
set_output_delay [expr $clk_period * $clk_io_pct] -clock clk0 [all_outputs]
==> out/metrics.csv <==
metric,value,unit
yosys_register_bits,13,
rsz0062_at_grt,false,
p_leak,0.289,nW
grt_max_degree,9,
hold_path_class,reg2reg,
fin_util,18.2,%
clock_latency,240,ps
synth_seq_share,46.5,%
worst_pin_slew,267,ps
aoi_share,17.4,%
cap_violations,0,
drt_wl_total,1.06,mm
hpwl,894,um
fp-utilization,12.7,%
cts.sinks,13,
grt_pass1_vias,438,
status,completed,
startpoint,U1.q_out[2]$_DFF_P_,
arrival,2390,ps
crit_type,reg2reg,
drt_pass1_iterations,4,
hold_viol,0,
avgRoutedWirePerCell,8.79,um
period_needed,2260,ps
postCtsSetupRepairBufs,0,
ys_sh_adder,4.47,%
cts_buffers,3,
postCtsResizedCells,0,
synthMuxAreaShare,3.80,%
yosys_warnings,3,
finalClockPeriodUsage,90.4,%
h-tree-depth,1,
crit_path_end,valid$_DFF_P_,
yosys.area_share.simple,16.3,%
syn_area,559,um2
skew,4.35,ps
slew_headroom,81.9,%
ant_nets,0,
die_w,88,um
setup_viol,0,
hold_buffers,0,
crit_fanout,6,
core,4410,um2
grt_pass1_wl,1.79,mm
drive_gt1_share,11.6,%
die_h,88,um
rr_startpoint,U1.q_out[2]$_DFF_P_,
edf_count,0,
cp-end-kind,flop,
grt_usage,2.79,%
regToRegSetupSlack,240,ps
warning_count,25,
syn_to_final_growth,43.4,%
cts-root-buf,clkbuf_8,
xor_area_share,9.40,%
worst_setup_path_start_kind,flop,
gr-total-overflow,0,
ff_type,dfxtp_1,
rows,24,
dieArea,7740,um2
avgSynthCellArea,10.8,um2
ir_drop,0.000237,V
synth_cell_type_count,27,
worstPathRequired,2630,ps
viasPerCell,3.50,
clockBufferDepth,2,
drv_slew,0,
fin_tns_setup,0,ps
grt_antenna_before_repair,0,
synth-async-reset-ratio,0,%
max_freq,0.442,GHz
cts_tree,yes,
logic_family,AND-OR/OR-AND gates,
gp_congestion,0.739,
via_count,424,
ioPinCount,15,
io_buffers,14,
yosys_cells,52,
first_iter_violations,7,
synthCells,52,
r2r_cells,7,
powerDensity,596,nW/um2
hold_depth,2,
r2r-end,valid$_DFF_P_,
path_clk_slew,50,ps
ys_chip_area,559,um2
antenna_cells,0,
drc,0,
critical path, cell delays in order, from the launching register on:
cell and delay [ps]:
dfxtp_1 410, ha_1 280, mux2_2 300, ha_1 190, nand2b_1 150, xnor2_1 130, or3_1 360, a2111oi_2 340
metal layers:
metal / part of all wire [%] / track usage (%) / vias up
met4: 0 / 0.290 / 0
li1: - / - / 219
met3: 8.1 / 1.50 / 0
met2: 45 / 4.50 / 11
met1: 47 / 3.33 / 194
met5: 0 / 0 / -
stage by stage:
stage	std cells	hold WS, ps	cell area [um2]	power, mW	worst slack [ps]
2_1_floorplan	52	483	559	0.276	344
3_3_place_gp	117	513	757	0.302	282
3_5_place_dp	117	516	757	0.303	238
4_1_cts	121	519	802	0.486	222
5_1_grt	121	554	802	0.505	13.5
6_report	121	508	802	0.478	240
cell families (layout without fill, tap and decap cells):
logic type | after synthesis | after routing
buffers and inverters | 2 | 19
XOR/XNOR | 6 | 6
AND-OR/OR-AND | 13 | 13
adder cells (fa/ha/maj) | 2 | 2
flip-flops | 13 | 13
multiplexers | 2 | 2
AND/OR/NAND/NOR | 14 | 14
report_power, final:
part           leakage, nW  internal [mW]  total, mW  switching, mW
Combinational        0.157         0.0449     0.0701         0.0252
Clock               0.0228          0.112      0.179         0.0668
Sequential           0.109          0.218      0.229         0.0107
worst min path at each step:
stage                 slack (ps)                  from             to
after CTS                    520  U1.q_out[10]$_DFF_P_  valid$_DFF_P_
after global routing         550  U1.q_out[10]$_DFF_P_  valid$_DFF_P_
final                        510  U1.q_out[10]$_DFF_P_  valid$_DFF_P_
registers in the layout, indices dropped and copies added (netlist names):
| signal | cells |
|---|---|
| valid | 1 |
| U1.q_out | 12 |
synth_stat cells (2+ instances only):
cell type	count	area, um2
a21oi_1	3	15.0
dfxtp_1	13	260
ha_1	2	25.0
nand2b_1	4	25.0
nor2_1	2	7.51
o21ai_0	3	15.0
xnor2_1	4	35.0
xor2_1	2	17.5
cell usage in the layout, fill, tap and decap left out:
cell type        synthesis  routed
nor2_1                   2       2
dfxtp_1                 13      13
nor3_1                   1       1
nand2b_1                 4       4
clkbuf_8                 0       3
a2111oi_2                1       1
mux2_2                   1       1
o21a_1                   1       1
nor2b_1                  1       1
xnor2_1                  4       4
nor4b_1                  1       1
ha_1                     2       2
o21ai_0                  3       3
a21oi_1                  3       3
xor2_1                   2       2
a211oi_1                 1       1
clkbuf_1                 0       1
nor2b_4                  1       1
a211o_2                  1       1
inv_1                    1       1
nor3b_1                  1       1
or3_1                    1       1
mux2i_1                  1       1
o22a_1                   1       1
clkdlybuf4s50_1          0      14
a21oi_2                  1       1
nand3b_1                 1       1
nand2_1                  1       1
a221o_1                  1       1
layout make-up:
cell class                      count  area [um2]
Tap cell                           52        65.1
Clock buffer                        4        45.0
Timing Repair Buffer               14         140
Inverter                            1        3.75
Sequential cell                    13         260
Multi-Input combinational cell     37         288
Fill cell                         464        3610
Power is estimated from default activity; no workload was simulated.
