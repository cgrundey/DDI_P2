==> flow/design.v <==
`timescale 1ns/100ps
module counter6bit_cgrundey(clock, clear, enable, count);
	input        clock;
	input        clear;
	input        enable;
	output [5:0] count;
	reg    [5:0] count;
	parameter CLRDEL = 10;
	parameter CLKDEL = 15;
	parameter MAXVAL = 6'd63;
	always @(posedge clock or posedge clear) begin
		if(clear)
			count <= #CLRDEL 6'b0;
		else if(enable) begin
			if(count == MAXVAL)
				count <= #CLKDEL 6'b0;
			else
				count <= #CLKDEL count + 6'd1;
		end
	end
endmodule
`timescale 1 ns/100 ps
module sn185_cgrundey(g_n, bin_in, bcd_out);
	input g_n;
	input [5:0] bin_in;
	output [5:0] bcd_out;
	reg [5:0] bcd_out;
	reg [5:0] scratch;
	reg [5:0] tempout;
	specify
		(g_n *> bcd_out) = (30, 35);
		(bin_in => bcd_out) = (40, 40);
	endspecify
	always @(g_n or bin_in) begin
		if(g_n) begin
			bcd_out = 6'b111111;
		end
		if (bin_in > 6'd39) begin
			bcd_out = 6'b111111;
		end
		else begin
			scratch = bin_in;
			tempout = 6'b000000;
			repeat(6) begin
				if (tempout[5:4] >= 5) begin
					tempout[5:4] = tempout[5:4] + 3;
				end
				if (tempout[3:0] >= 5) begin
					tempout[3:0] = tempout[3:0] + 3;
				end
				tempout = tempout << 1;
				tempout[0] = scratch[5];
				scratch = scratch << 1;
			end
			bcd_out = tempout;
		end
	end
endmodule
module register12bit_cgrundey(clk, d_in, q_out);
	input clk;
	input  [11:0] d_in;
	output [11:0] q_out;
	reg    [11:0] q_out;
	always @(posedge clk) begin
		q_out <= d_in;
	end
endmodule
`timescale 1 ns/100 ps
module transmit_cgrundey (clk, clear, ctr_en, conv_en_n, reg_out);
	input clk, clear, ctr_en, conv_en_n;
	output [11:0] reg_out;
	wire [5:0] counter_out, conv_out;
	reg [5:0] reg_buf;
	counter6bit_cgrundey U1(clk, clear, ctr_en, counter_out);
	sn185_cgrundey U2(conv_en_n, counter_out, conv_out);
	register12bit_cgrundey U3(clk, {reg_buf, conv_out}, reg_out);
	always @ ( * ) begin
		reg_buf <= counter_out;
	end
endmodule
==> flow/run.sh <==
#!/bin/bash
# OpenROAD 26Q1-2900-gdf79404cd8, Yosys 0.63+post, stock flow scripts
make -C /OpenROAD-flow-scripts/flow DESIGN_CONFIG=/design/flow/config.mk WORK_HOME=/design/flow/orfs finish
==> flow/config.mk <==
export PLATFORM = sky130hd
export DESIGN_NAME = transmit_cgrundey
export DESIGN_NICKNAME = transmit_cgrundey
export VERILOG_FILES = /design/flow/design.v
export SDC_FILE = /design/flow/constraint.sdc
export NUM_CORES = 4
export LEC_CHECK = 1
export CORE_AREA = 10 10 92 92
export DIE_AREA = 0 0 102 102
==> flow/constraint.sdc <==
current_design transmit_cgrundey

set clk_period 2.2
set clk_io_pct 0.2

create_clock -name clk0 -period $clk_period [get_ports {clk}]

set non_clock_inputs [all_inputs -no_clocks]
set_input_delay [expr $clk_period * $clk_io_pct] -clock clk0 $non_clock_inputs
set_output_delay [expr $clk_period * $clk_io_pct] -clock clk0 [all_outputs]
==> flow_metrics.tcl <==
# place-and-route summary
set metrics [dict create \
    status "finished, final reports clean" \
    max_freq_ghz 0.456 \
    design_area_um2 1340 \
    overflow 0 \
    dpl.hpwl_um 1500 \
    drtIter0Drc 27 \
    grt_pass1_wl_um 3190 \
    top_cell "dfxtp_1" \
    layout_min_cycle_time_ns 2.19 \
    postPlaceCellArea_um2 1260 \
    power_leakage_nw 0.542 \
    yosysSeqAreaShare_pct 43.0 \
    synth_chip_area_um2 907 \
    p_sw_share_pct 36.0 \
    synth.distinct_cells 38 \
    antenna_found_initial 0 \
    clock_sinks 18 \
    core_area_um2 6460 \
    intPower_mw 1.60 \
    h-tree-depth 1 \
    numCtsBuffers 3 \
    io_buffers 14 \
    grt_pass1_vias 658 \
    highest_layer "met4" \
    path_clk_slew_ns 0.07 \
    dieWidth_um 102 \
    finish.utilization_pct 20.8 \
    ant_nets 0 \
    syn_area_per_cell_um2 10.1 \
    crit_path_end_kind "flop" \
    met2_length_um 802 \
    drcViolationCount 0 \
    drv_slew 0 \
    setup_viol 0 \
    drive_gt1_share_pct 26.9 \
    wl_um 1930 \
    worstPathArrival_ns 2.33 \
    yosys.area.top_type "dfxtp_1" \
    p_per_area_nw_per_um2 1860 \
    grt.total_usage_pct 3.80 \
    power.net_switching_uw 897 \
    hold_viol_final 0 \
    clock.latency.late_pin_ns 0.25 \
    power_frac_seq_pct 24.8 \
    root_buffer "clkbuf_8" \
    ys_cells 90 \
    fillers 693 \
    syn_inst 90 \
    tightest_slew_ns 0.375 \
    fp_util_pct 14.0 \
    combPwrFrac_pct 64.3 \
    warnings 32 \
    wl_per_cell_um 9.85 \
    ys.flop_type "dfxtp_1" \
    edf_count 0 \
    grt_max_degree 17 \
    wl_met3_um 168 \
    max_cap_viol_count 0 \
    pwr-share-clk_pct 10.9 \
    ios 16 \
    num_rows 29 \
    finClkSkew_ns 0.00258 \
    ys.flops 18 \
    dr.pass1.iters 2 \
    ir_worst_vdd_uv 529 \
    rsz0062_at_grt "yes" \
    synth-async-reset-ratio_pct 33.3 \
    gp_congestion 0.765 \
    wl_met1_um 951 \
    postCtsHoldBufs 0 \
    top_cell_area_share_pct 26.5 \
    dp_cells 191 \
    routed-via-count 704 \
    period_used_pct 99.8 \
    viasPerCell 3.59 \
    max_slew_margin_pct 74.8 \
    worstSetupPathType "reg -> reg" \
    dieArea_um2 10400 \
    netlist_area_um2 907 \
    cts_buffer_depth 2 \
    yosys_warnings 4 \
    worstSetupStartpointType "flop" \
    dieHeight_um 102 \
    synthTopCellsByCount "dfxtp_1, nand2_1" \
    stdcell_count 196 \
    path_max_fanout 2 \
    topCellsByArea "dfxtp_1, dfrtp_1, ha_1" \
    area_growth_pct 48.1 \
    required_ns 2.33 \
    setup_tns_ns 0 \
    hold_slack_ns 0.401 \
    holdCritPathClass "in -> async" \
    cts_tree "yes" \
    n_antenna_cell 0 \
]
## cell families (layout without fill, tap and decap cells)
logic type	count (synthesis)	count (layout)	share of synthesized area, %
flops	18	18	43.0
mux	3	3	3.59
xor+xnor	7	7	6.76
compound gates	20	20	15.9
simple gates	28	28	18.2
fa+ha+maj	6	6	8.28
buf+inv	8	37	4.28
## routing by layer
layer | vias up | GRT usage [%]
met2 | 13 | 5.53
met5 | - | 0
met1 | 312 | 5.20
met3 | 2 | 1.91
met4 | 0 | 0.217
li1 | 377 | -
## critical path, stage by stage, from the launching register on
cell	delay (ns)
dfrtp_1	0.39
inv_4	0.05
ha_4	0.16
o21ai_4	0.13
xnor2_2	0.09
ha_2	0.32
and3b_1	0.18
or4_4	0.52
a21oi_2	0.15
o211ai_1	0.09
## path summary, 6_finish.rpt
path	slack, ns	from	to	cells past startpoint
worst max register to register	0.005	U1.count[4]$_DFFE_PP0P_	U3.q_out[1]$_SDFF_PN1_	9
max in group asynchronous	1.60	clear	U1.count[3]$_DFFE_PP0P_	2
min in group clk0	0.48	U1.count[0]$_DFFE_PP0P_	U3.q_out[6]$_DFF_P_	0
worst max-delay path	0.005	U1.count[4]$_DFFE_PP0P_	U3.q_out[1]$_SDFF_PN1_	9
worst min-delay path	0.40	clear	U1.count[5]$_DFFE_PP0P_	2
worst min register to register	0.48	U1.count[0]$_DFFE_PP0P_	U3.q_out[6]$_DFF_P_	0
## cells in the final DEF (no fill, tap or decap), types with 2 or more instances in the layout
| cell type | n |
|---|---|
| buf_4 | 14 |
| nand2b_1 | 2 |
| inv_1 | 4 |
| and3b_1 | 2 |
| clkbuf_8 | 4 |
| nand2_1 | 8 |
| clkdlybuf4s50_1 | 14 |
| nand3_1 | 2 |
| nor2_1 | 6 |
| dfrtp_1 | 6 |
| o211ai_1 | 2 |
| ha_1 | 4 |
| xnor2_1 | 5 |
| dfxtp_1 | 12 |
| mux2_2 | 2 |
| o21ai_0 | 4 |
## final cells by class
| type | instances | area, µm² | share of cell area (%) |
|---|---|---|---|
| sequential | 18 | 390 | 29.1 |
| tap | 77 | 96.3 | 7.17 |
| multi-input combinational | 64 | 536 | 39.9 |
| inverter | 5 | 21.3 | 1.58 |
| clock buffer | 4 | 55.1 | 4.10 |
| timing repair buffer | 28 | 245 | 18.2 |
## power by group through the flow
stage / combinational [mW] / clock [mW] / sequential (mW)
6_report: 1.60 / 0.273 / 0.619
5_1_grt: 1.80 / 0.297 / 0.640
4_1_cts: 1.59 / 0.283 / 0.625
## timing repair
| item | in CTS | in global routing |
|---|---|---|
| gates resized | 2 | 1 |
| setup endpoints to repair | 3 | 4 |
| pin swaps | 2 | 0 |
| buffers inserted | 1 | 0 |
## metrics by stage
step                power [mW]  setup WS [ns]
floorplan                 1.56        -0.0927
global placement          2.16        -0.0541
detailed placement        2.17        -0.0662
CTS                       2.50        -0.0126
global route              2.74         -0.104
finish                    2.50        0.00516
## state kept, by name, summed over array words and instances (netlist names)
register  cells
U3.q_out     12
U1.count      6
No activity file was given, so power comes from the tool's default toggle rates.
